<file path="design.v">
module DSP (A,B,C,D,CARRYIN,M,P,CARRYOUT,CARRYOUTF,CLK,OPMODE,
CEA,CEB,CEC,CECARRYIN,CED,CEM,CEOPMODE,CEP
,RSTA,RSTB,RSTC,RSTCARRYIN,RSTD,RSTM,RSTOPMODE,RSTP
,BCOUT,PCOUT,PCIN,BCIN);
input [17:0] A, B, D, BCIN;
input [47:0] C, PCIN;
input CLK, CARRYIN, RSTA, RSTB, RSTM, RSTP, RSTC, RSTD, RSTCARRYIN, RSTOPMODE;
input CEA, CEB, CEM, CEP, CEC, CED, CECARRYIN, CEOPMODE;
input [7:0] OPMODE;
output [17:0] BCOUT;
output [47:0] PCOUT, P;
output [35:0] M;
output CARRYOUT, CARRYOUTF;
parameter A0REG = 0; 
parameter A1REG = 1; 
parameter B0REG = 0; 
parameter B1REG = 1; 
parameter CREG = 1; 
parameter DREG = 1; 
parameter MREG = 1; 
parameter PREG = 1; 
parameter CARRYINREG = 1; 
parameter CARRYOUTREG = 1;
parameter OPMODEREG = 1; 
parameter CARRYINSEL = "OPMODE5"; 
parameter B_INPUT = "DIRECT"; 
parameter RSTTYPE = "SYNC"; 
wire CARRY_IN_OUT,CARRY_OUT_OUT,CARRY_IN;
reg CARRY_OUT_IN;
wire [17:0] D_OUT,B0_IN,B0_OUT,B1_OUT,A0_OUT,B1_in,A1_OUT;
reg [17:0] PRE_add_sub;
wire [35:0] M_OUT,M_1_OUT;
wire [47:0] C_OUT;
reg [47:0] POST_add_sub; 
wire [7:0] OPMODE_REG;
wire[47:0] P_OUT;
reg [47:0] X_OUT,Z_OUT;
dff_mux  #(.RSTTYPE(RSTTYPE),.WIDTH(18),.SEL(DREG)) 
D_REG(.rst(RSTD),.clk(CLK),.IN(D),.E(CED),.OUT(D_OUT));
assign B0_IN=(B_INPUT == "DIRECT")?B:(B_INPUT=="CASCADE")?BCIN:0;
dff_mux  #(.RSTTYPE(RSTTYPE),.WIDTH(18),.SEL(B0REG)) 
B0_REG(.rst(RSTB),.clk(CLK),.IN(B0_IN),.E(CEB),.OUT(B0_OUT));
dff_mux  #(.RSTTYPE(RSTTYPE),.WIDTH(18),.SEL(A0REG)) 
A0_REG(.rst(RSTA),.clk(CLK),.IN(A),.E(CEA),.OUT(A0_OUT));
dff_mux  #(.RSTTYPE(RSTTYPE),.WIDTH(48),.SEL(CREG)) 
C_REG(.rst(RSTC),.clk(CLK),.IN(C),.E(CEC),.OUT(C_OUT));
always @(*) begin
     if (OPMODE_REG[6])
        PRE_add_sub = D_OUT - B0_OUT;
    else
        PRE_add_sub = D_OUT + B0_OUT;
end
assign B1_in=(OPMODE_REG[4])?PRE_add_sub:B0_OUT;
dff_mux  #(.RSTTYPE(RSTTYPE),.WIDTH(18),.SEL(B1REG)) 
B1_REG(.rst(RSTB),.clk(CLK),.IN(B1_in),.E(CEB),.OUT(B1_OUT));
dff_mux  #(.RSTTYPE(RSTTYPE),.WIDTH(18),.SEL(A1REG)) 
A1_REG(.rst(RSTA),.clk(CLK),.IN(A0_OUT),.E(CEA),.OUT(A1_OUT));
assign M_OUT = A1_OUT*B1_OUT;
dff_mux  #(.RSTTYPE(RSTTYPE),.WIDTH(36),.SEL(MREG)) 
M_REG(.rst(RSTM),.clk(CLK),.IN(M_OUT),.E(CEM),.OUT(M_1_OUT));
assign M=~(~(M_1_OUT));
always @(*) begin
    case ({OPMODE_REG[1],OPMODE_REG[0]})
        2'b00: X_OUT = 48'b0;
        2'b01: X_OUT = M_1_OUT;
        2'b10: X_OUT = P_OUT;
        2'b11: X_OUT = {D_OUT[11:0],A1_OUT,B1_OUT};
    endcase
end
always @(*) begin
    case ({OPMODE_REG[3],OPMODE_REG[2]})
        2'b00: Z_OUT = 48'b0;
        2'b01: Z_OUT = PCIN;
        2'b10: Z_OUT = P_OUT;
        2'b11: Z_OUT =  C_OUT;
    endcase
end
assign CARRY_IN=(CARRYINSEL=="OPMODE5")?OPMODE_REG[5]:(CARRYINSEL=="CARRYIN")?CARRYIN:0;
dff_mux  #(.RSTTYPE(RSTTYPE),.WIDTH(1),.SEL(CARRYINREG)) 
CYI(.rst(RSTCARRYIN),.clk(CLK),.IN(CARRY_IN),.E(CECARRYIN),.OUT(CARRY_IN_OUT));
always @(*) begin
    if(OPMODE_REG[7]) begin
        {CARRY_OUT_IN,POST_add_sub} =  Z_OUT-X_OUT-CARRY_IN_OUT;
    end
        else begin
        {CARRY_OUT_IN,POST_add_sub} =  Z_OUT+X_OUT+CARRY_IN_OUT;
    end
end
dff_mux  #(.RSTTYPE(RSTTYPE),.WIDTH(1),.SEL(CARRYOUTREG)) 
CYO(.rst(RSTCARRYIN),.clk(CLK),.IN(CARRY_OUT_IN),.E(CECARRYIN),.OUT(CARRY_OUT_OUT));
dff_mux  #(.RSTTYPE(RSTTYPE),.WIDTH(48),.SEL(PREG)) 
P_REG(.rst(RSTP),.clk(CLK),.IN(POST_add_sub),.E(CEP),.OUT(P_OUT));
dff_mux  #(.RSTTYPE(RSTTYPE),.WIDTH(8),.SEL(OPMODEREG)) 
OPMODE0_REG(.rst(RSTOPMODE),.clk(CLK),.IN(OPMODE),.E(CEOPMODE),.OUT(OPMODE_REG));
assign PCOUT=P_OUT;
assign P=P_OUT;
assign CARRYOUT=CARRY_OUT_OUT;
assign CARRYOUTF=CARRY_OUT_OUT;
assign BCOUT = B1_OUT;
endmodule
module dff_mux (rst,clk,E,IN,OUT);
parameter WIDTH = 18;
parameter RSTTYPE = "SYNC";
parameter SEL = 0; 
input rst, clk, E;
input [WIDTH-1:0] IN;
output [WIDTH-1:0] OUT;
reg [WIDTH-1:0] Reg;
generate 
    if (RSTTYPE == "SYNC") begin
        always @(posedge clk) begin
            if (rst)
                Reg <= 0;
            else
            if (E)
                Reg <= IN;
        end
    end 
    else
    if (RSTTYPE == "ASYNC") begin
       always @(posedge clk or posedge rst) begin
            if (rst)
                Reg <= 0;
            else
            if (E)
                Reg <= IN;
       end
    end
endgenerate
assign OUT = (SEL)? Reg : IN;
endmodule
</file>
<file path="run.sh">
#!/bin/bash
# OpenROAD 26Q1-2900-gdf79404cd8, Yosys 0.63+post, stock flow scripts
make -C /OpenROAD-flow-scripts/flow DESIGN_CONFIG=/design/flow/config.mk WORK_HOME=/design/flow/orfs finish
</file>
<file path="config.mk">
export PLATFORM = sky130hd
export DESIGN_NAME = DSP
export DESIGN_NICKNAME = DSP
export VERILOG_FILES = /design/flow/design.v
export SDC_FILE = /design/flow/constraint.sdc
export NUM_CORES = 4
export LEC_CHECK = 1
export CORE_UTILIZATION = 50
</file>
<file path="constraint.sdc">
current_design DSP

set clk_period 13.5
set clk_io_pct 0.2

create_clock -name clk0 -period $clk_period [get_ports {CLK}]

set non_clock_inputs [all_inputs -no_clocks]
set_input_delay [expr $clk_period * $clk_io_pct] -clock clk0 $non_clock_inputs
set_output_delay [expr $clk_period * $clk_io_pct] -clock clk0 [all_outputs]
</file>
==> GITHUB_STEP_SUMMARY <==
## Synthesis and layout report

| Metric | Value |
|---|---|
| Placed Instance Area | `31500 um2` |
| Routed length per instance | `21.8 um` |
| Hpwl dp | `between 70000 and 80000 um` |
| Synth Register Bits | `196` |
| Chip area | `around 57000 um2` |
| Total GRT Usage | `0.351` |
| Post-cts hold buffer count | `0` |
| Register area share after synthesis | `0.140` |
| Max-slew violation count | `0` |
| Synth top area share | `0.186` |
| Largest net degree at the start of global routing | `57` |
| Antenna violations before repair | `3` |
| Layout Utilization | `0.583` |
| Global-route wire length before repair | `146000 um` |
| Die extent in y | `239 um` |
| Vias per cell | `5.75` |
| Peak Freq | `approximately 150 MHz` |
| Post-synth EDFFs | `0` |
| PD cells | `roughly 81 nW/um2` |
| Setup Skew | `0.0175 ns` |
| 1st-iter DRT viols | `1473` |
| Critical R2R Launch | `B1_REG.Reg[6]` |
| TritonCTS clock tree | `yes` |
| Drt total wl | `95000 um` |
| Peak VDD IR | `0.110 mV` |
| Startpoint types | `flop` |
| ANT nets after route | `0` |
| Relative slew slack | `0.383` |
| Pleak | `15.0 nW` |
| Clk slew on worst S/H paths | `0.08 ns` |
| Post_cts resized | `0` |
| Vias in the first global route | `24700` |
| Synth area leader | `fa_1` |
| Fraction of layout instances using a drive strength above 1 | `0.0563` |
| Drc violations | `0` |
| Fp util | `0.508` |
| Placement Rows | `around 86` |
| Deepest clock path buffer count | `2` |
| Status | `finished, final reports clean` |
| Critical Path Start | `B1_REG.Reg[6]` |
| CP Max Fanout | `19` |
| Ports | `346` |
| Worst slew pin tran | `~0.92 ns` |
| TritonRoute pass-1 iters | `6` |
| Synthesis area per yosys | `28000 um2` |
| Yosys cell count | `3433` |
| Mapped Area | `28000 um2` |
| Count of tool warnings | `between 90 and 100` |
| Synth top area cells | `fa_1 (19%), dfxtp_1 (14%), ha_1 (12%), inv_1 (6.1%), mux2i_1 (5.1%)` |
| DR vias | `approximately 25000` |
| Setup crit end kind | `flop` |
| Post-route cell area | `between 30000 and 40000 um2` |
| Setup bufs post-CTS | `0` |
| Ys Warns | `7` |
| Final setup viols | `0` |
| Post-route setup TNS | `0 ns` |
| Core region area | `55200 um2` |
| Latency at later pin | `between 0.5 and 0.6 ns` |
| FF-to-FF setup slack | `6.77 ns` |
| R2R cell count | `22` |
| Main synth FF type | `dfxtp_1` |
| Synth Area per Inst | `about 8 um2` |
| Number of max-cap violations | `0` |
| RePlAce Congestion | `just under 1` |
| H-tree levels | `4` |
| Cell count after synthesis | `3433` |
| Cell Type Count | `between 90 and 100` |
| Crit path to | `M_REG.Reg[33]` |
| Critical setup path kind | `flop to flop` |
| Endpoints failing hold | `0` |
| Die X | `between 200 and 250 um` |
| CP Data Arrival Time | `7.11 ns` |
| Port buffer count | `326` |
| Synth-to-Final Area Change | `14.7%` |
| Worst Hold Launch | `B1_REG.Reg[17]` |
| Clock root cell | `clkbuf_16` |
| Post-synth ARST share | `0` |
| TritonCTS Sinks | `196` |
| WHS | `0.473 ns` |
| Critical R2R Capture | `M_REG.Reg[33]` |
| Hold Path Class | `flop to flop` |
| Min Clock Period, post-route | `6.73 ns` |
| RSZ-0062 raised after global routing | `false` |
| Required @ worst endpoint | `13.88 ns` |
| GRT Residual Overflow | `0` |
| Inserted Clock Buffers | `17` |
| Final Cycle Share | `0.499` |
==> kinds of logic (layout without fill, tap and decap cells) <==
group | Yosys count | in the layout | synth area share
and+or+nand+nor | 975 | 975 | 0.164
buffers and inverters | 703 | 873 | 0.101
AOI/OAI and AO/OA | 680 | 680 | 0.166
adders and majority gates | 528 | 528 | 0.306
muxes | 226 | 226 | 0.0843
DFF | 196 | 196 | 0.140
xor gates and xnor gates | 125 | 125 | 0.0390
other | 0 | 2 | 0
==> where the power goes <==
| group | leakage, nW | total [mW] | switching (mW) | internal, mW |
|---|---|---|---|---|
| registers | 1.62 | 0.699 | 0.0718 | 0.627 |
| logic | 13.1 | 1.35 | 0.767 | 0.583 |
| clock network | 0.299 | 0.553 | 0.299 | 0.254 |
==> stage by stage <==
stage          total power, mW  std cells  setup slack, ns
3_5_place_dp              2.04       4319             6.38
2_1_floorplan             1.58       3433             7.31
5_1_grt                   2.78       4351             6.48
6_report                  2.60       4353             6.77
3_3_place_gp              2.04       4319             6.37
4_1_cts                   2.61       4351             6.85
==> how the worst min path moves through the flow <==
stage	endpoint	slack, ns	cells after the start
6_report	B1_REG.Reg[17]	0.47	1
5_1_grt	B1_REG.Reg[17]	0.51	1
4_1_cts	B1_REG.Reg[17]	0.48	1
==> layout by cell type (no fill, tap or decap), types with 25 or more instances in the layout <==
cell type,instances
a21oi_1,159
inv_1,455
dfxtp_1,191
nor2b_1,34
nand4_1,25
a21o_1,46
nand2_1,309
xor2_1,34
clkdlybuf4s50_1,321
mux2i_1,144
a31oi_1,31
a22o_1,67
nor2_1,287
and2_1,147
buf_4,59
fa_1,261
nand3_1,36
mux2_2,81
ha_1,267
xnor2_1,91
a211oi_1,52
nor3_1,41
o21ai_0,98
==> per-layer routing <==
metal,track usage,part of all wire
met5,0.00346,0.00020
met4,0.123,0.043
met3,0.105,0.093
met2,0.549,0.46
met1,0.472,0.41
==> worst max-delay path, cell delays in order, from the launching register on <==
cell and delay [ns]:
dfxtp_1 0.44, buf_4 0.37, and2_1 0.21, fa_1 0.40, inv_1 0.10, fa_1 0.45, fa_1 0.52, inv_1 0.06
fa_1 0.50, fa_1 0.50, inv_1 0.05, fa_1 0.47, inv_1 0.04, ha_1 0.32, and4_1 0.28, nor2b_1 0.16
nor3_1 0.25, a211oi_1 0.17, a311oi_1 0.51, a21oi_1 0.19, a21boi_0 0.26, mux2i_1 0.21, o311ai_0 0.13
==> cells in the mapped netlist, drive strengths merged, types with 34 or more instances <==
master and number:
a211oi 53, a21o 46, a21oi 160, a22o 67, and2 147, buf 81
clkbuf 165, dfxtp 196, fa 261, ha 267, inv 456, mux2 82
mux2i 144, nand2 309, nand3 36, nor2 287, nor2b 36, nor3 41
o21ai 114, xnor2 91, xor2 34
==> layout make-up <==
cell class,count,area [um2]
multi-input combinational,2534,21300
sequential,196,3930
antenna,2,5.00
inverter,457,1720
clock inverter,15,189
fill,4808,23000
tap,748,936
timing repair buffer,384,3680
clock buffer,17,425
==> state kept, by name, indices dropped and copies added, names as in the netlist <==
register,count
B1_REG.Reg,18
A1_REG.Reg,18
D_REG.Reg,18
OPMODE0_REG.Reg,8
CYO.Reg,1
CYI.Reg,1
M_REG.Reg,36
P_REG.Reg,48
C_REG.Reg,48
Power and IR drop assume default switching activity.
